`design/flow/config.mk`:
```
export PLATFORM = sky130hd
export DESIGN_NAME = top
export DESIGN_NICKNAME = top
export VERILOG_FILES = /design/flow/design.v
export SDC_FILE = /design/flow/constraint.sdc
export NUM_CORES = 4
export LEC_CHECK = 1
export CORE_UTILIZATION = 40
```
`design/flow/constraint.sdc`:
```
current_design top

set clk_period 4.6
set clk_io_pct 0.2

create_clock -name clk0 -period $clk_period [get_ports {clk_i}]

set non_clock_inputs [all_inputs -no_clocks]
set_input_delay [expr $clk_period * $clk_io_pct] -clock clk0 $non_clock_inputs
set_output_delay [expr $clk_period * $clk_io_pct] -clock clk0 [all_outputs]
```
`design/flow/design.v`:
```
module baud_gen (
    input         clk_i,
    input         rst_i,
    input  [10:0] dvsr_i,
    output        tick_o
);
  logic [10:0] counter_d, counter_q;
  logic counter_done;
  always_ff @(posedge clk_i, posedge rst_i) begin
    if (rst_i) begin
      counter_q <= 'd0;
    end else begin
      counter_q <= counter_d;
    end
  end
  assign counter_done = (counter_q == dvsr_i - 'd1) ? 1'b1 : 1'b0;
  assign counter_d = (counter_done) ? 'd0 : counter_q + 'd1;
  assign tick_o = counter_done;
endmodule : baud_gen
module debouncer_ip #(
    parameter ClkRate = 100_000_000,
    parameter Baud    =  10_000_000
) (
    input  clk_i,
    input  rst_i,
    input  sw_i,
    output db_level_o,
    output db_tick_o
);
  logic ff1, ff2, ff3, ff4;
  logic ena_cnt, clear_cnt;
  always_ff @(posedge clk_i, posedge rst_i) begin
    if (rst_i) begin
      ff1 <= 'd0;
      ff2 <= 'd0;
    end else begin
      ff1 <= sw_i;
      ff2 <= ff1;
    end
  end
  assign clear_cnt = ff1 ^ ff2;
  localparam BaudCounterMax = ClkRate / Baud;
  localparam BaudCounterSize = $clog2(BaudCounterMax);
  reg [BaudCounterSize-1:0] cnt;
  always_ff @(posedge clk_i, posedge rst_i) begin
    if (rst_i) begin
      cnt <= 'd0;
    end else begin
      if (clear_cnt) begin
        cnt <= 'd0;
      end else if (~ena_cnt) begin
        cnt <= cnt + 1'b1;
      end
    end
  end
  assign ena_cnt = (cnt == BaudCounterMax - 1) ? 1'b1 : 1'b0;
  always_ff @(posedge clk_i, posedge rst_i) begin
    if (rst_i) begin
      ff3 <= 'd0;
    end else if (ena_cnt) begin
      ff3 <= ff2;
    end
  end
  assign db_level_o = ff3;
  always_ff @(posedge clk_i, posedge rst_i) begin
    if (rst_i) begin
      ff4 <= 'd0;
    end else if (ena_cnt) begin
      ff4 <= ~ff3 & ff2;
    end
  end
  assign db_tick_o = ff4;
endmodule : debouncer_ip
module top #(
    parameter int WordLength   = 8,
    parameter int StopBitTicks = 16
) (
    input         clk_i,
    input         rst_i,
    input         sw_i,
    input  [7:0]  din_i,
    input         rx_i,
    output [7:0]  dout_o,
    output        tx_o,
    output        rx_done_tick_o,
    output        tx_done_tick_o
);
  wire tick;
  wire [10:0] dvsr = 11'd54;            
  localparam fpga_freq = 100_000_000;   
  localparam db_baud = 1_000;           
  uart_ip #(
    .WordLength  (WordLength),
    .StopBitTicks(StopBitTicks)
  ) uart_ip_inst (
    .clk_i(clk_i),
    .rst_i(rst_i),
    .dvsr_i(dvsr),
    .din_i(din_i),
    .rx_i(rx_i),
    .start_tx_i(tick),
    .dout_o(dout_o),
    .tx_o(tx_o),
    .rx_done_tick_o(rx_done_tick_o),
    .tx_done_tick_o(tx_done_tick_o)
  );
  debouncer_ip #(
    .ClkRate(fpga_freq),
    .Baud(db_baud)
  ) debouncer_inst (
    .clk_i(clk_i),
    .rst_i(rst_i),
    .sw_i(sw_i),
    .db_level_o(),
    .db_tick_o(tick)
  );
endmodule : top
module uart_ip #(
    parameter int WordLength   = 8,
    parameter int StopBitTicks = 16
) (
    input         clk_i,
    input         rst_i,
    input  [10:0] dvsr_i,
    input  [7:0]  din_i,
    input         rx_i,
    input         start_tx_i,
    output [7:0]  dout_o,
    output        tx_o,
    output        rx_done_tick_o,
    output        tx_done_tick_o
);
  wire tick;
  baud_gen baud_gen_inst(
    .clk_i(clk_i),
    .rst_i(rst_i),
    .dvsr_i(dvsr_i),
    .tick_o(tick)
  );
  uart_rx #(
    .WordLength  (WordLength),
    .StopBitTicks(StopBitTicks)
  ) uart_rx_inst(
    .clk_i(clk_i),
    .rst_i(rst_i),
    .rx_i(rx_i),
    .sample_tick_i(tick),
    .rx_done_tick_o(rx_done_tick_o),
    .dout_o(dout_o)
  );
  uart_tx #(
    .WordLength  (WordLength),
    .StopBitTicks(StopBitTicks)
  ) uart_tx_inst (
    .clk_i(clk_i),
    .rst_i(rst_i),
    .start_tx_i(start_tx_i),
    .sample_tick_i(tick),
    .din_i(din_i),
    .tx_o(tx_o),
    .tx_done_tick_o(tx_done_tick_o)
  );
endmodule : uart_ip
module uart_rx #(
    parameter int WordLength   = 8,
    parameter int StopBitTicks = 16
) (
    input  logic       clk_i,
    input  logic       rst_i,
    input  logic       rx_i,
    input  logic       sample_tick_i,
    output logic       rx_done_tick_o,
    output logic [7:0] dout_o
);
  typedef enum {
    ST_IDLE,
    ST_START,
    ST_DATA,
    ST_STOP
  } state_type_e;
  state_type_e state_reg, state_next;
  logic [3:0] sample_tick_counter_q, sample_tick_counter_d;
  logic [2:0] data_bit_counter_q,    data_bit_counter_d;
  logic [7:0] data_shift_buffer_q,   data_shift_buffer_d;
  always_ff @(posedge clk_i, posedge rst_i) begin
    if (rst_i) begin
      state_reg             <= ST_IDLE;
      sample_tick_counter_q <= 'd0;
      data_bit_counter_q    <= 'd0;
      data_shift_buffer_q   <= 'd0;
    end else begin
      state_reg <= state_next;
      sample_tick_counter_q <= sample_tick_counter_d;
      data_bit_counter_q    <= data_bit_counter_d;
      data_shift_buffer_q   <= data_shift_buffer_d;
    end
  end
  always_comb begin
    state_next            = state_reg;
    rx_done_tick_o        = 1'b0;
    sample_tick_counter_d = sample_tick_counter_q;
    data_bit_counter_d    = data_bit_counter_q;
    data_shift_buffer_d   = data_shift_buffer_q;
    case (state_reg)
      ST_IDLE: begin
        if (~rx_i) begin
          state_next            = ST_START;
          sample_tick_counter_d = 'd0;
        end
      end
      ST_START: begin
        if (sample_tick_i) begin
          if (sample_tick_counter_q == 'd7) begin
            state_next            = ST_DATA;
            sample_tick_counter_d = 'd0;
            data_bit_counter_d    = 'd0;
          end else begin
            sample_tick_counter_d = sample_tick_counter_q + 'd1;
          end
        end
      end
      ST_DATA: begin
        if (sample_tick_i) begin
          if (sample_tick_counter_q == 'd15) begin
            sample_tick_counter_d = 'd0;
            data_shift_buffer_d   = {rx_i, data_shift_buffer_q[7:1]};
            if (data_bit_counter_q == (WordLength - 1)) begin
              state_next = ST_STOP;
            end else begin
              data_bit_counter_d = data_bit_counter_q + 'd1;
            end
          end else begin
            sample_tick_counter_d = sample_tick_counter_q + 'd1;
          end
        end
      end
      ST_STOP: begin
        if (sample_tick_i) begin
          if (sample_tick_counter_q == (StopBitTicks - 1)) begin
            state_next = ST_IDLE;
            rx_done_tick_o = 1'b1;
          end else begin
            sample_tick_counter_d = sample_tick_counter_q + 'd1;
          end
        end
      end
    endcase
  end
  assign dout_o = data_shift_buffer_q;
endmodule : uart_rx
module uart_tx #(
    parameter int WordLength   = 8,
    parameter int StopBitTicks = 16
) (
    input  logic       clk_i,
    input  logic       rst_i,
    input  logic       start_tx_i,
    input  logic       sample_tick_i,
    input  logic [7:0] din_i,
    output logic       tx_o,
    output logic       tx_done_tick_o
);
  typedef enum {
    ST_IDLE,
    ST_START,
    ST_DATA,
    ST_STOP
  } state_type_e;
  state_type_e state_reg, state_next;
  logic [3:0] sample_tick_counter_q, sample_tick_counter_d;
  logic [2:0] data_bit_counter_q,    data_bit_counter_d;
  logic [7:0] data_shift_buffer_q,   data_shift_buffer_d;
  logic tx_d, tx_q;
  always_ff @(posedge clk_i, posedge rst_i) begin
    if (rst_i) begin
      state_reg             <= ST_IDLE;
      sample_tick_counter_q <= 'd0;
      data_bit_counter_q    <= 'd0;
      data_shift_buffer_q   <= 'd0;
      tx_q                  <= 1'b1;
    end else begin
      state_reg             <= state_next;
      sample_tick_counter_q <= sample_tick_counter_d;
      data_bit_counter_q    <= data_bit_counter_d;
      data_shift_buffer_q   <= data_shift_buffer_d;
      tx_q                  <= tx_d;
    end
  end
  always_comb begin
    state_next            = state_reg;
    tx_done_tick_o        = 1'b0;
    sample_tick_counter_d = sample_tick_counter_q;
    data_bit_counter_d    = data_bit_counter_q;
    data_shift_buffer_d   = data_shift_buffer_q;
    tx_d                  = tx_q;
    case (state_reg)
      ST_IDLE: begin
        tx_d = 1'b1;
        if (start_tx_i) begin
          state_next            = ST_START;
          sample_tick_counter_d = 'd0;
          data_shift_buffer_d   = din_i;
        end
      end
      ST_START: begin
        tx_d = 1'b0;
        if (sample_tick_i) begin
          if (sample_tick_counter_q == 'd15) begin
            state_next            = ST_DATA;
            sample_tick_counter_d = 'd0;
            data_bit_counter_d    = 'd0;
          end else begin
            sample_tick_counter_d = sample_tick_counter_q + 'd1;
          end
        end
      end
      ST_DATA: begin
        tx_d = data_shift_buffer_q[0];
        if (sample_tick_i) begin
          if (sample_tick_counter_q == 'd15) begin
            sample_tick_counter_d = 'd0;
            data_shift_buffer_d   = data_shift_buffer_q >> 1;
            if (data_bit_counter_q == (WordLength - 1)) begin
              state_next = ST_STOP;
            end else begin
              data_bit_counter_d = data_bit_counter_q + 'd1;
            end
          end else begin
            sample_tick_counter_d = sample_tick_counter_q + 'd1;
          end
        end
      end
      ST_STOP: begin
        tx_d = 1'b1;
        if (sample_tick_i) begin
          if (sample_tick_counter_q == (StopBitTicks - 1)) begin
            state_next     = ST_IDLE;
            tx_done_tick_o = 1'b1;
          end else begin
            sample_tick_counter_d = sample_tick_counter_q + 'd1;
          end
        end
      end
    endcase
  end
  assign tx_o = tx_q;
endmodule : uart_tx
```
`design/flow/run.sh`:
```
#!/bin/bash
# OpenROAD 26Q1-2900-gdf79404cd8, Yosys 0.63+post, stock flow scripts
make -C /OpenROAD-flow-scripts/flow DESIGN_CONFIG=/design/flow/config.mk WORK_HOME=/design/flow/orfs finish
```
==> notes.md <==
run metrics: Clock transition at path regs 70 ps, Hold Path Class reg -> reg, Req. time, crit path 3680 ps, headroom to the max-slew limit 59.0%, placed standard-cell area 0.00381 mm^2, CP max FO 20, Highest Clock Rate a little over 300 MHz, result of the run completed, combinational cell fraction of total power 3.3%, Rows 33, DRT iter0 DRCs between 80 and 90, cell leakage power roughly 1.8 nW, Sequential Power Share approximately 57%, number of vias per cell after detailed routing 5.23, fraction of the cycle the final worst path needs a little under three quarters, half-perimeter wire length of the detailed placement result between 3000 and 4000 um, aggregate negative setup slack 0 ps, critical path arrival 2390 ps, DRT antenna net count 0, total cell area reported by yosys after synthesis around 0.0035 mm^2, final max-slew violation count 0, count of input and output buffers 22, WL/cell 12.7 um, Cell Count, Final, Fillers Out 466, number of global-route vias before repair 2269, gate count after technology mapping 330, post-synthesis average cell area 10.6 um^2, placer's final routability congestion estimate 0.804, flip-flop count of the largest register, all copies and words added 17, Num CTS Buffers 9, Log Warnings 26, Post-CTS Repair Setup Buffers 0, Overflow after GRT 0, Vert. Die Dim ~95 um, clock root buffer sky130_fd_sc_hd__clkbuf_8, DRC errors left 0, unrepaired setup endpoints after global routing no, FFs w/ async S/R, synth 100%, Die ar. 0.00909 mm^2, Design Area, Final between 0.003 and 0.004 mm^2, Pwr Density 279 mW/mm^2, core area 0.00834 mm^2, startpoint kind of the worst setup timing path flop, sw frac 23.0%, final count of hold timing violations 0, share of final-layout standard cells stronger than drive strength 1 about a tenth, count of inserted antenna diode cells 0, portion of total power attributed to the clock network around two fifths, largest register by flop count debouncer_inst.cnt, count of endpoints failing setup in the final report 0, maximum number of pins on one net before global-route repair roughly 46, final critical-path setup slack 1290 ps, cell-internal power 0.000852 W, number of enable flip-flop cells 0, crit path capture type output pin, Cell variety after synth 58, aggregate routed wire length 5940 um, pin slew with the least headroom to its limit around 610 ps, placed instance count 450, post-placement worst setup slack 1650 ps, flops out of synthesis 71, Cell Area, Synth around 0.0035 mm^2, Layout Skew 8.22 ps, Synth-to-Final Area Change 14.0%, initial antenna violation count 0, clock tree from TritonCTS yes, Longest Clk Path Bufs 2, initial core utilization 41.8%, worst vdd rail ir drop 0.000127 V, post-CTS resize count 0, GRT Overall Usage 15.2%, final standard cell utilization of the core 47.6%, global-route wire length before repair roughly 11000 um, Late-Pin Clk Latency 340 ps, detailed-route via count 2437, clock period minus final worst setup slack 3310 ps, ys flop type sky130_fd_sc_hd__dfrtp_1, max-cap violations 0, level count of the clock H-tree 3, sequential fraction of the synthesis area around 51%, total of hold buffers inserted after clock tree synthesis 0, biggest registers after layout debouncer_inst.cnt: 17 flops, uart_ip_inst.baud_gen_inst.counter_q: 11 flops, switching power roughly 0.00025 W, Die W approximately 95 um, number of sinks handled by clock tree synthesis 71, Detailed Routing Iterations Pass 1 4, total of warnings raised by yosys 4, number of top-level pins 23, yosys cell count roughly 330, category of the critical setup timing path reg -> out
[cell type report]
cell class / count / area, um^2
fill: 753 / 4370
clock buffer: 12 / 145
tap: 105 / 131
multi-input combinational: 237 / 1610
sequential: 71 / 1780
timing repair buffer: 25 / 243
inverter: 12 / 45.0
clock inverter: 4 / 22.5
[logic make-up after synthesis]
| group | share of synthesized area [%] |
|---|---|
| buf+inv | 2.84 |
| compound gates | 11.0 |
| fa+ha+maj | 3.23 |
| mux | 4.99 |
| simple gates | 21.3 |
| xor+xnor | 5.53 |
| flops | 51.1 |
[metal layers]
| metal | track usage (%) | part of all wire [%] | up-vias |
|---|---|---|---|
| met5 | 0 | 0 | - |
| met4 | 1.77 | 1.3 | 0 |
| met3 | 3.49 | 4.0 | 4 |
| met2 | 22.1 | 42 | 43 |
| met1 | 24.8 | 52 | 1164 |
| li1 | - | - | 1226 |
[power by group through the flow]
stage	Combinational, W	Sequential (W)	Clock (W)
after CTS	0.0000392	0.000635	0.000454
after global routing	0.0000423	0.000637	0.000483
final	0.0000371	0.000636	0.000434
[cells in the final DEF, fill, tap and decap left out, drive strengths merged, types with 11 or more instances in the layout]
| cell type | count |
|---|---|
| clkdlybuf4s50 | 22 |
| nor2 | 33 |
| inv | 12 |
| xnor2 | 14 |
| dfrtp | 68 |
| o21ai | 14 |
| mux2 | 11 |
| nand2 | 31 |
| clkbuf | 12 |
| nand3 | 21 |
[critical path, stage by stage (launching register included)]
cell and delay, ps:
sky130_fd_sc_hd__dfrtp_1 420, sky130_fd_sc_hd__or4b_4 590, sky130_fd_sc_hd__nor3_4 120, sky130_fd_sc_hd__buf_4 250, sky130_fd_sc_hd__and3_1 200, sky130_fd_sc_hd__clkdlybuf4s50_1 460
[synth_stat cells, types with 2 or more instances]
master	n	area share, %
sky130_fd_sc_hd__a21oi_1	9	1.3
sky130_fd_sc_hd__or3_1	2	0.36
sky130_fd_sc_hd__nor2b_1	2	0.36
sky130_fd_sc_hd__mux2i_1	5	1.4
sky130_fd_sc_hd__inv_1	11	1.2
sky130_fd_sc_hd__xor2_1	8	2.0
sky130_fd_sc_hd__o22a_1	7	1.8
sky130_fd_sc_hd__nand2_1	30	3.2
sky130_fd_sc_hd__mux2_1	10	3.2
sky130_fd_sc_hd__o21a_1	8	1.7
sky130_fd_sc_hd__ha_1	9	3.2
sky130_fd_sc_hd__a22o_1	3	0.75
sky130_fd_sc_hd__nor2_1	32	3.4
sky130_fd_sc_hd__or2_2	2	0.36
sky130_fd_sc_hd__or4b_1	2	0.57
sky130_fd_sc_hd__o21ai_0	10	1.4
sky130_fd_sc_hd__clkbuf_1	6	0.65
sky130_fd_sc_hd__or4b_4	2	0.79
sky130_fd_sc_hd__nor3_1	8	1.1
sky130_fd_sc_hd__nand3_1	20	2.9
sky130_fd_sc_hd__and2_1	3	0.54
sky130_fd_sc_hd__nand2b_1	3	0.54
sky130_fd_sc_hd__and4_1	3	0.75
sky130_fd_sc_hd__buf_4	2	0.43
sky130_fd_sc_hd__and3_1	5	0.90
sky130_fd_sc_hd__dfrtp_1	68	49
sky130_fd_sc_hd__dfstp_2	3	2.3
sky130_fd_sc_hd__nor4_4	2	1.2
sky130_fd_sc_hd__xnor2_1	14	3.5
sky130_fd_sc_hd__nand4_1	5	0.90
sky130_fd_sc_hd__a31oi_1	3	0.54
sky130_fd_sc_hd__o21ai_1	3	0.43
sky130_fd_sc_hd__nand3b_1	5	1.1
[path summary, 6_finish.rpt]
check,start,end,slack [ps],cells after the start
worst max-delay path,uart_ip_inst.baud_gen_inst.counter_q[7],rx_done_tick_o,1290,5
worst min-delay path,debouncer_inst.ff1,debouncer_inst.ff2,410,0
worst max register to register,uart_ip_inst.baud_gen_inst.counter_q[7],uart_ip_inst.uart_rx_inst.data_shift_buffer_q[2],2310,5
worst min register to register,debouncer_inst.ff1,debouncer_inst.ff2,410,0
max in group asynchronous,rst_i,uart_ip_inst.uart_tx_inst.data_shift_buffer_q[5],2680,3
min in group asynchronous,rst_i,debouncer_inst.ff1,950,2
[through the flow]
step                power (W)  hold WS, ps
finish                0.00111          406
detailed placement   0.000686          390
floorplan            0.000666          372
global placement     0.000686          389
CTS                   0.00113          407
global route          0.00116          422
No activity file was given, so power comes from the tool's default toggle rates.
